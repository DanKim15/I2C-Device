File: flow/run.sh
#!/bin/bash
# OpenROAD 26Q1-2900-gdf79404cd8, Yosys 0.63+post, stock flow scripts
make -C /OpenROAD-flow-scripts/flow DESIGN_CONFIG=/design/flow/config.mk WORK_HOME=/design/flow/orfs finish
File: flow/config.mk
export PLATFORM = sky130hd
export DESIGN_NAME = I2CDevice
export DESIGN_NICKNAME = I2CDevice
export VERILOG_FILES = /design/flow/design.v
export SDC_FILE = /design/flow/constraint.sdc
export NUM_CORES = 4
export LEC_CHECK = 1
export CORE_UTILIZATION = 30
File: flow/constraint.sdc
current_design I2CDevice

set clk_period 4.1
set clk_io_pct 0.2

create_clock -name clk0 -period $clk_period [get_ports {i_clk}]

set non_clock_inputs [all_inputs -no_clocks]
set_input_delay [expr $clk_period * $clk_io_pct] -clock clk0 $non_clock_inputs
set_output_delay [expr $clk_period * $clk_io_pct] -clock clk0 [all_outputs]
File: flow/design.v
module DebounceFilter #(DEBOUNCE_LIMIT = 5000000)(
	input i_clk,
	input i_bouncy,
	output o_debounced);
	reg [$clog2(DEBOUNCE_LIMIT):0] r_count;
	reg r_state;
	always @(posedge i_clk)
	begin
		if (i_bouncy != r_state && r_count < DEBOUNCE_LIMIT - 1)
			r_count <= r_count + 1;
		else if (r_count == DEBOUNCE_LIMIT - 1)
		begin
			r_state <= i_bouncy;
			r_count <= 0;
		end
		else
			r_count <= 0;
	end
	assign o_debounced = r_state;
endmodule
module I2CDevice(
	input i_clk,
	input [3:0] i_sw,
	input i_scl,
	inout io_sda,
	output [7:0] o_led);
	localparam DEBOUNCE_LIMIT = 5000000;
	localparam SLAVE_ADDR = 7'h50;
	wire [3:0] w_sw;
	wire [7:0] w_rddata;
	StateMachineI2C state_inst(
	.i_clk(i_clk),
	.i_data(w_sw),
	.i_scl(i_scl),
	.i_addr(SLAVE_ADDR),
	.io_sda(io_sda),
	.o_rddata(w_rddata));
	DebounceFilter #(.DEBOUNCE_LIMIT(DEBOUNCE_LIMIT)) debounce_sw0(
		.i_clk(i_clk),
		.i_bouncy(i_sw[0]),
		.o_debounced(w_sw[0]));
	DebounceFilter #(.DEBOUNCE_LIMIT(DEBOUNCE_LIMIT)) debounce_sw1(
		.i_clk(i_clk),
		.i_bouncy(i_sw[1]),
		.o_debounced(w_sw[1]));
	DebounceFilter #(.DEBOUNCE_LIMIT(DEBOUNCE_LIMIT)) debounce_sw2(
		.i_clk(i_clk),
		.i_bouncy(i_sw[2]),
		.o_debounced(w_sw[2]));
	DebounceFilter #(.DEBOUNCE_LIMIT(DEBOUNCE_LIMIT)) debounce_sw3(
		.i_clk(i_clk),
		.i_bouncy(i_sw[3]),
		.o_debounced(w_sw[3]));
	assign o_led[0] = w_rddata[0];
	assign o_led[1] = w_rddata[1];
	assign o_led[2] = w_rddata[2];
	assign o_led[3] = w_rddata[3];
	assign o_led[4] = w_rddata[4];
	assign o_led[5] = w_rddata[5];
	assign o_led[6] = w_rddata[6];
	assign o_led[7] = w_rddata[7];
endmodule
module StateMachineI2C(
	input i_clk,
	input [7:0] i_data,
	input i_scl,
	input [6:0] i_addr,
	inout io_sda,
	output  [7:0] o_rddata);
	localparam IDLE = 3'd0;
	localparam SHIFT_ADDR = 3'd1;
	localparam ADDR_ACK = 3'd2;
	localparam DATA_RX = 3'd3;
	localparam RX_ACK = 3'd4;
	localparam DATA_TX = 3'd5;
	localparam TX_ACK = 3'd6;
	reg [2:0] r_state;
	reg [1:0] r_sda_sync, r_scl_sync;
	reg r_drive_en;
	reg r_sda_out;
	reg [3:0] r_count;
	reg [7:0] r_addr_read;
	reg r_acked;
	wire w_sda_fall = r_sda_sync[1] && !r_sda_sync[0] && r_scl_sync[1];
	wire w_sda_rise = !r_sda_sync[1] && r_sda_sync[0] && r_scl_sync[1];
	wire w_scl_rise = !r_scl_sync[1] && r_scl_sync[0];
	wire w_scl_fall = r_scl_sync[1] && !r_scl_sync[0];
	always @(posedge i_clk)
	begin
		if (w_sda_fall)
		begin
			r_state <= SHIFT_ADDR;
			r_drive_en <= 0;
			r_count <= 0;
			r_acked <= 0;
		end
		else if (w_sda_rise)
			r_state <= IDLE;
		else
		begin
			case (r_state)
			IDLE:
			begin
				r_drive_en <= 0;
				r_count <= 0;
				r_acked <= 0;
			end
			SHIFT_ADDR:
			begin
				if (r_count <= 3'd7)
				begin
					if (w_scl_rise)
					begin
						r_addr_read <= {r_addr_read[6:0], r_sda_sync[1]};
						r_count <= r_count + 1;
					end
				end
				else
				begin
					r_state <= ADDR_ACK;
					r_count <= 0;
				end
			end
			ADDR_ACK:
			begin
				if (w_scl_fall & !r_acked)
				begin
					r_acked <= 1'b1;
					if (i_addr == r_addr_read[7:1])
					begin
						r_drive_en <= 1'b1;
						r_sda_out <= 1'b0;
					end
					else
						r_state <= IDLE;
				end
				else if (w_scl_fall & r_acked)
				begin
					r_acked <= 1'b0;
					if (r_addr_read[0])
					begin
						r_drive_en <= 1'b1;
						r_state <= DATA_TX;
						r_sda_out <= i_data[7];
						r_count <= r_count + 1;
					end
					else
					begin
						r_state <= DATA_RX;
						r_drive_en <= 1'b0;
					end
				end
			end
			DATA_RX:
			begin
				if (r_count <= 7)
				begin
					if (w_scl_rise)
					begin
						r_count <= r_count + 1;
					end
				end
				else
				begin
					r_state <= RX_ACK;
					r_count <= 0;
				end
			end
			RX_ACK:
			begin
				if (w_scl_fall & !r_acked)
				begin
					r_acked <= 1'b1;
					r_drive_en <= 1'b1;
					r_sda_out <= 1'b0;
				end
				else if (w_scl_fall & r_acked)
				begin
					r_acked <= 1'b0;
					r_drive_en <= 1'b0;
					r_state <= DATA_RX;
				end
			end
			DATA_TX:
			begin
				if (w_scl_fall)
				begin
					if (r_count <= 3'd7)
					begin
						r_sda_out <= i_data[7 - r_count];
						r_count <= r_count + 1;
					end
					else
					begin
						r_count <= 0;
						r_drive_en <= 1'b0;
						r_state <= TX_ACK;
					end
				end
			end
			TX_ACK:
			begin
				if (w_scl_rise)
				begin
					if (!r_sda_sync[0])
					begin
						r_state <= DATA_TX;
						r_sda_out <= i_data[0];
						r_count <= r_count + 1;
					end
					else
						r_state <= IDLE;
				end
			end	
			default:
			begin
				r_state <= IDLE;
			end
			endcase	
		end
	end
	always @(posedge i_clk)
	begin
		r_sda_sync[0] <= io_sda;
		r_scl_sync[0] <= i_scl;
		r_sda_sync[1] <= r_sda_sync[0];
		r_scl_sync[1] <= r_scl_sync[0];
	end
	assign io_sda = r_drive_en ? r_sda_out : 1'bz;
	assign o_rddata = r_state;
endmodule	
==> results.txt <==
The synthesis and place-and-route flow finished, so here is a summary.

The chip area line in the Yosys stat output reads 0.00589 mm2. The most frequently used flop master after synthesis is sky130_fd_sc_hd__dfxtp_1. In this design, the largest share of critical-path delay is due to flip-flops. The total routed wirelength came out at 10.3 mm. The critical path class is register to output port. The area of the mapped netlist came out at 0.00589 mm2.

The TritonCTS buffer count is 17. The leakage power in the latest report is 2.20 nW. The number of logged tool warnings came out at 27. The number of maximum-capacitance violations is 0. The total number of vias came out at 4,189. The post-place instance area came out at approximately 0.0062 mm2.

The worst-case headroom to the max-slew limit came out at 49.6%. The largest voltage drop on the vdd net came out at 0.000195 V. TritonCTS built the clock tree. The routed length on met1 is 5.50 mm.

The quantity of hold-fixing buffers added after cts came out at 0. The power report shows net switching accounting for roughly a quarter of the total. The fraction of final layout cells sized beyond drive strength 1 came out at 12.2%. The clock tree has to reach 121 sinks. Combinational logic burns 12.2% of the power. The H-tree depth came out at 4. By instance count after routing, the leading logic cell type is sky130_fd_sc_hd__dfxtp_1. The slew at the pin closest to its max-slew limit came out at 0.757 ns. The clock skew after layout is between 0.007 and 0.008 ns.

The wire length on met3 came out at 348 um. Per the Yosys statistics, synthesis produced 622 cells. The part of the total power dissipated in sequential elements came out at between 40% and 50%.

The final weighted congestion recorded by global placement is a little over 0.8. The number of DRC violations after detailed-routing iteration 0 came out at 274. The minimum clock period is approximately 2.6 ns. The number of buffers inserted by port buffering is 8.

The number of core rows came out at around 50. The final hold violation count recorded for this run is 0. The HPWL reported at the end of detailed placement came out at 6.79 mm. The vertical extent of the die is 142 um.

The final critical-path share of the clock period came out at 63.4%. STA reports the tightest min-delay check as being of type register to register. The number of storage elements in the synthesis netlist came out at around 120. The number of global-route vias before repair came out at 3,829.

The type of destination of the critical path is an output port. The share of the core filled by cells before placement is 31.1%. For reference, the critical path cell chain is clkdlybuf4s50_1.

Data on the critical path arrives at its endpoint at around 1.8 ns. The script reports the combined buffer and inverter count of the critical path as 1. In the layout the commonest cells are sky130_fd_sc_hd__dfxtp_1, sky130_fd_sc_hd__nor2_1, sky130_fd_sc_hd__xor2_1. The async set or reset register ratio after synthesis came out at 0%. The buffer levels on the longest clock path came out at 2. The run finished with clean final reports. The number of distinct standard cells referenced by the synthesized netlist is 70. The wire length on met2 is 4.31 mm. The count of library flops with an enable pin is 13. The count of endpoints failing setup in the final report came out at 0. The root buffer cell chosen for the clock tree is sky130_fd_sc_hd__clkbuf_16. In this design, the stage delay of the slowest critical-path cell is 0.77 ns. The latest clock arrival within the worst-skew pair came out at 0.41 ns. Measured along the x axis, the die boundary spans approximately 140 um.

In the power breakdown, the internal column shows 0.00239 W. The quantity of gates resized following cts came out at 0. The synthesis-to-layout area growth is 14.5%. Buffers added to address setup during post-CTS repair amount to 0. The chip area came out at slightly above 0.02 mm2. The final layout reports a setup TNS of 0 ns.

The first-pass GRT wire length came out at about 18 mm. The number of warnings reported in the yosys synthesis log came out at 4. A synthesized cell averages 9.47 um2. The clock network fraction of design power is 44.9%. The data required time of the critical path came out at about 3.3 ns. In the synthesized netlist, the number of instances is 622. The maximum clock rate is 385 MHz. Per the OpenROAD power report, switching power amounts to 0.000803 W. The antenna diode instance count came out at 0.

The share of synthesized area occupied by flip-flops and latches is between 40% and 50%. The cell with the largest stage delay on the worst path is sky130_fd_sc_hd__dfxtp_1. The iteration count recorded for the first detailed-route pass is 5. During I/O placement, the number of pins put on the boundary was 15. The number of antenna violations at the first check in global routing is 0. The cell area after layout is 0.00674 mm2. The total power per unit cell area came out at 473 mW/mm2.

Setup repair after global routing left no endpoint under its margin. The timing report gives the clock slew at the launch and capture registers of the worst setup and hold paths as 0.05 ns. For this sky-water flow run, the detailed-routed wirelength per cell is reported as roughly 11 um.

The highest layer used for signal routing is met4. The core utilization of the finished layout came out at 35.6%. After detailed routing, the number of remaining DRC violations is 0. Entering global routing, the biggest net connects 24 pins.

The biggest fanout along the worst timing path came out at 22. The global routing usage summed across all routing layers is a little over a tenth. The tally of nets with antenna violations remaining after routing is 0. The region available for standard cell placement spans 0.0190 mm2. The total global routing overflow is 0. The via density per instance came out at roughly 4.6.

The final tally of max-slew violations is 0. The worst setup path is launched from a register.
==> logic make-up (layout without fill, tap and decap cells) <==
kind of cell / after synthesis / after routing / share of synthesized area (%)
AND-OR/OR-AND: 60 / 60 / 8.39
XOR/XNOR: 84 / 84 / 12.5
adder cells (fa/ha/maj): 5 / 5 / 1.06
buffers and inverters: 34 / 53 / 3.63
flip-flops: 121 / 121 / 43.3
multiplexers: 2 / 2 / 0.552
other: 1 / 9 / 0.0637
AND/OR/NAND/NOR: 315 / 315 / 30.5
==> sequential cells by signal, summed over array words and instances (netlist names) <==
name and count:
debounce_sw3.r_state 1, state_inst.r_state 3, state_inst.r_addr_read 8, state_inst.r_acked 1, debounce_sw2.r_state 1, debounce_sw1.r_count 24
state_inst.r_count 4, state_inst.r_sda_sync 2, debounce_sw3.r_count 24, debounce_sw0.r_state 1, debounce_sw2.r_count 24, debounce_sw0.r_count 24
debounce_sw1.r_state 1, io_sda 1, state_inst.r_scl_sync 2
==> layer usage <==
layer,vias up,track usage (%)
met5,-,0
met4,0,1.41
met3,5,2.33
met2,59,15.8
met1,1917,16.9
li1,2208,-
==> path summary, 6_finish.rpt <==
check / from / endpoint / depth (start not counted) / slack (ns)
setup / recovery: state_inst.r_state[0] / o_led[0] / 1 / 1.50
hold / removal: io_sda / state_inst.r_sda_sync[0] / 0 / 0.38
setup reg to reg: debounce_sw1.r_count[0] / debounce_sw1.r_count[4] / 6 / 1.79
hold reg to reg: io_sda / state_inst.r_sda_sync[0] / 0 / 0.38
==> layout make-up <==
class	instances	area, um2
sequential	121	2550
multi-input combinational	475	3150
timing repair buffer	10	95.1
fill	1871	12200
tap	260	325
clock inverter	9	97.6
inverter	12	45.0
clock buffer	22	475
==> power by group through the flow <==
stage,clock [W],sequential [W],combinational (W)
4_1_cts,0.00147,0.00137,0.000392
5_1_grt,0.00153,0.00138,0.000436
6_report,0.00143,0.00137,0.000391
==> synth_stat cells, drive strengths merged, types with 3 or more instances <==
library cell / count / area (um2)
a211oi: 4 / 30.0
edfxtp: 13 / 390
or3: 5 / 31.3
buf: 21 / 165
dfxtp: 108 / 2160
nand4: 22 / 138
or2: 5 / 31.3
xor2: 52 / 455
a221oi: 3 / 56.3
ha: 5 / 62.6
a21o: 5 / 37.5
nand2: 43 / 161
nand3b: 5 / 41.3
nor4b: 7 / 61.3
inv: 12 / 45.0
xnor2: 32 / 280
and4: 6 / 52.6
nor3: 13 / 90.1
nor3b: 5 / 42.5
o211ai: 7 / 62.6
a21oi: 9 / 48.8
nand3: 37 / 190
nor4: 12 / 100
a211o: 5 / 43.8
nor2: 119 / 589
nand2b: 7 / 43.8
nor2b: 4 / 25.0
o21ai: 8 / 40.0
and3: 12 / 75.1
==> through the flow <==
stage	total power [W]	hold WS (ns)	worst slack [ns]	cells
after floorplan	0.00170	0.323	2.10	630
after global placement	0.00178	0.377	1.56	878
after detailed placement	0.00178	0.378	1.51	878
after CTS	0.00323	0.400	1.48	909
after global routing	0.00335	0.409	1.40	909
final	0.00319	0.381	1.50	909
No activity file was given, so power comes from the tool's default toggle rates.
